==> config.mk <==
export PLATFORM = sky130hd
export DESIGN_NAME = ScreenBufferMem
export DESIGN_NICKNAME = ScreenBufferMem
export VERILOG_FILES = /design/flow/design.v
export SDC_FILE = /design/flow/constraint.sdc
export NUM_CORES = 4
export LEC_CHECK = 1
export CORE_UTILIZATION = 30
export SYNTH_MEMORY_MAX_BITS = 65536
==> constraint.sdc <==
current_design ScreenBufferMem

set clk_period 137.5
set clk_io_pct 0.2

create_clock -name clk0 -period $clk_period [get_ports {iClk}]

set non_clock_inputs [all_inputs -no_clocks]
set_input_delay [expr $clk_period * $clk_io_pct] -clock clk0 $non_clock_inputs
set_output_delay [expr $clk_period * $clk_io_pct] -clock clk0 [all_outputs]
==> design.v <==
`timescale 1ns / 1ps
module ScreenBufferMem #(
  parameter   WIDTH =  12,
  parameter   DEPTH =  600
  )
  (
  input   wire                        iClk,
  input   wire [$clog2(DEPTH)-1:0]    iAddrA, iAddrB,
  input   wire [WIDTH-1:0]            iDataB,
  input   wire                        iWeB,
  input   wire                        iRst,
  output  wire [WIDTH-1:0]            oDataA,oDataB
  );
  reg [WIDTH-1:0] rMem  [DEPTH-1:0];
  reg [WIDTH-1:0] rDataA;
  always @(posedge iClk)
  begin
    rDataA <= rMem[iAddrA]; 
  end
  assign oDataA = rDataA;
  reg [WIDTH-1:0] rDataB;
  integer i;
  always @(posedge iClk)
  begin
    if(iRst == 1)
        begin
        for (i= 0; i< 601; i = i+1)  
        begin
        rMem[i] <= 0;
        end
        end
   else if(iWeB)
        rMem[iAddrB] <= iDataB;
        rDataB <= rMem[iAddrB]; 
  end
assign oDataB = rDataB;
endmodule
==> run.sh <==
#!/bin/bash
# OpenROAD 26Q1-2900-gdf79404cd8, Yosys 0.63+post, stock flow scripts
make -C /OpenROAD-flow-scripts/flow DESIGN_CONFIG=/design/flow/config.mk WORK_HOME=/design/flow/orfs finish
==> results.json <==
{
  "grt_pass1_vias": 425363,
  "postCtsSetupBuffers": 0,
  "crit_path_cell_trace": "buf_16, buf_4, buf_4, buf_4, buf_4, buf_4, buf_4, buf_4, buf_4, buf_4, mux4_2, mux2_2, a221oi_1, o21ai_0, buf_4, o2111ai_2, buf_4, a2111oi_2, buf_4, or4_1",
  "gp_congestion": 1.07,
  "core_mm2": 2.08,
  "drt-pass1-iter-count": 8,
  "ctsHoldBuffers": 0,
  "cp-start-kind": "primary input",
  "ys_sh_adder_pct": 0,
  "wl_met1_um": 773000,
  "synth_area_leader_cell": "edfxtp_1",
  "die_y_um": 1450,
  "synthDominantCellAreaShare_pct": 59.0,
  "io_pins": 59,
  "dp_hpwl_um": 1940000,
  "cp_common_cell": "buf_4",
  "vias": 416414,
  "yosys.area_share.xor_xnor_pct": 0,
  "crit_buf_inv": 13,
  "grt_antenna_before_repair": 482,
  "max_freq_mhz": 28.5,
  "crit_slowest_cell": "buf_4",
  "path_clk_slew_ns": 0.06,
  "power.density_mw_per_mm2": 12.8,
  "logic_family": "multiplexers",
  "fp.dieW_um": 1450,
  "ys_sh_aoi_pct": 5.23,
  "max_cap_violations": 10,
  "post_cts_resize_count": 0,
  "ant_nets": 0,
  "place_area_mm2": 0.664,
  "arrival_ns": 36.36,
  "setup-violations-final": 0,
  "clock_latency_ns": 1.43,
  "htree_levels": 7,
  "muxShareOfSynthArea_pct": 22.9,
  "drive_gt1_share_pct": 28.0,
  "synthCells": 38717,
  "grt-ovfl-total": 0,
  "hold_class": "flip-flop to flip-flop",
  "ys_seq_share_pct": 59.1,
  "status": "complete, but fails checks",
  "power.total_mw": 9.07,
  "yosys_cells": 38717,
  "root_buffer": "clkbuf_16",
  "top_layer": "met5",
  "grt_pass1_wl_um": 3810000,
  "yosys_area_mm2": 0.625,
  "drt-total-wl_um": 2880000,
  "synth_top_flop_cell": "edfxtp_1",
  "grt_max_degree": 170,
  "chip_area_mm2": 2.09,
  "vias_per_cell": 6.09,
  "finalCriticalPeriod_ns": 35.10,
  "hold_viol_final": 0,
  "grt_use_total_pct": 28.9,
  "area_growth_pct": 13.7,
  "wl_per_cell_um": 42.1,
  "tns_ns": 0,
  "layout.cells.non_filler": 68410,
  "path_delay_family": "buffers and inverters",
  "cp-end-kind": "flip-flop",
  "ys_async_sr_fraction_pct": 0,
  "cp.required_ns": 138.76,
  "wl_met3_um": 619000,
  "rsz0062_at_grt": "no",
  "numCtsBuffers": 1435,
  "path_max_fanout": 38,
  "drt_iter0_drc": 37227,
  "vdd_ir_drop_max_mv": 0.0113,
  "cts_tree": "yes",
  "pre_cts_slack_ns": 101.46,
  "syn-cell-area_mm2": 0.625,
  "cpPeakStageDelay_ns": 0.65,
  "yosysWarnings": 1,
  "clock_skew_ns": 0.276,
  "cts_buffer_depth": 6,
  "worst_pin_slew_ns": 1.89,
  "fp_util_pct": 30.1,
  "num_rows": 530,
  "clock_sinks": 12312,
  "top_cells_by_area": "edfxtp_1, mux4_2, and3_1",
  "warning_count": 121,
  "maxSlewViolCount": 40,
  "numPortBuffers": 58,
  "edf_count": 12288,
  "drcViolationCount": 0,
  "placed_cells": 64656,
  "setup_ws_ns": 102.41,
  "path_class": "primary input to flip-flop",
  "numSynthFlops": 12312,
  "ys_types": 87,
  "simple_gate_area_share_pct": 9.17,
  "wl_met2_um": 1180000,
  "leakage_nw": 249,
  "violations": "max-capacitance violations, max-slew violations",
  "fin_crit_sh_pct": 25.5,
  "relSlewSlack_pct": -27.0,
  "avgSynthCellArea_um2": 16.1,
  "fin_area_mm2": 0.711
}
cells by family (layout without fill, tap and decap cells):
kind of cell    count (synthesis)  after routing
mux                          7333           7333
simple gates                 9812           9812
flops                       12312          12312
other cells                     0           1255
compound gates               4545           4545
buf+inv                      4715           5489
cell usage in the layout (no fill, tap or decap), types with 403 or more instances in the layout:
master / Yosys / routed
a21o_1: 405 / 405
a21oi_1: 565 / 558
a22oi_1: 1279 / 1279
and2_1: 1779 / 1772
and3_1: 5494 / 5493
buf_4: 345 / 2814
clkbuf_16: 0 / 1461
diode_2: 0 / 1255
edfxtp_1: 12288 / 12288
mux2i_1: 1633 / 1633
mux4_2: 5570 / 5570
nand2_1: 628 / 563
nor2_1: 871 / 806
o221ai_1: 406 / 403
o22ai_1: 427 / 425
worst reg2reg max path, stage by stage, from the launching register on:
cell,delay (ns)
edfxtp_1,0.38
mux4_2,0.51
a22oi_1,0.45
nand4_1,1.14
nand4_1,1.04
nand4_1,0.83
buf_4,0.45
or4_1,0.50
cells in the mapped netlist (199+ instances only):
cell / number
buf_2: 663
and2_1: 1779
a21o_1: 405
buf_6: 327
a22oi_1: 1279
o221ai_1: 406
buf_1: 199
mux4_2: 5570
a21oi_1: 565
buf_4: 345
o22ai_1: 427
nand4_1: 248
edfxtp_1: 12288
clkbuf_1: 3154
and3_1: 5494
nor3_1: 216
nand2_1: 628
a221oi_1: 243
nor2_1: 871
mux2i_1: 1633
o21ai_0: 361
final timing paths:
| path | from | end | slack (ns) | cells after the start |
|---|---|---|---|---|
| setup / recovery | iAddrA[1] | rDataA[0] | 102.41 | 20 |
| hold / removal | rMem[602][5] | rDataB[5] | 1.09 | 6 |
| hold reg to reg | rMem[602][5] | rDataB[5] | 1.09 | 6 |
| setup reg to reg | rMem[186][0] | rDataB[0] | 132.12 | 7 |
flip-flops by register name (all words and copies together) (netlist names):
name,count
rMem,12288
rDataA,12
rDataB,12
power breakdown:
| part | switching, mW | internal [mW] | total, mW |
|---|---|---|---|
| sequential | 0.0630 | 4.24 | 4.30 |
| combinational | 0.735 | 0.337 | 1.07 |
| clock | 1.58 | 2.11 | 3.70 |
per-stage QoR:
stage          hold WS (ns)  utilization [%]
2_1_floorplan         0.785                -
3_3_place_gp           1.09             31.9
3_5_place_dp           1.08             31.9
4_1_cts                1.09             34.0
5_1_grt                1.20             34.1
6_report               1.09             34.2
area by class of cell:
type	count	area, um^2
diodes	1255	3140
fillers	194375	1370000
clock buffers	1773	37800
flip-flops and latches	12312	369000
clock inverters	724	5890
inverters	16	121
multi-input cells	21690	236000
well taps	27664	34600
repair buffers	2976	23900
metal layers:
metal  up-vias  track usage [%]
li1     160907                -
met1    209303             25.8
met2     36903             37.6
met3      8798             27.5
met4       503             21.7
met5         -             12.8
Power figures rest on the tool's default switching activity, not on a simulated workload.
