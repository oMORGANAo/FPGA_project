`flow/constraint.sdc`:
```
current_design num_capture_4bit

set clk_period 5.0
set clk_io_pct 0.2

create_clock -name clk0 -period $clk_period [get_ports {iClk}]

set non_clock_inputs [all_inputs -no_clocks]
set_input_delay [expr $clk_period * $clk_io_pct] -clock clk0 $non_clock_inputs
set_output_delay [expr $clk_period * $clk_io_pct] -clock clk0 [all_outputs]
```
`flow/config.mk`:
```
export PLATFORM = sky130hd
export DESIGN_NAME = num_capture_4bit
export DESIGN_NICKNAME = num_capture_4bit
export VERILOG_FILES = /design/flow/design.v
export SDC_FILE = /design/flow/constraint.sdc
export NUM_CORES = 4
export LEC_CHECK = 1
export CORE_UTILIZATION = 40
```
`flow/design.v`:
```
`timescale 1ns / 1ps
module num_capture_4bit (
  input   wire  iClk, iRst, iPush, iStop, iFunc, iSW1, iSW0,
  output  wire[9:0] oAddr,
  output  wire [11:0] oData,
  output  wire oWe
    );
  localparam sInit                           = 4'b0000;
  localparam sIdle                           = 4'b0001;
  localparam sPush                           = 4'b0010;
  localparam sIncrementRNUMBER               = 4'b0011;
  localparam sOutput                         = 4'b0100;
  localparam sIncrementRADDR                 = 4'b0101;
  localparam sChangeRNUMBER                  = 4'b0110;
  localparam sResetCounter                   = 4'b0111;
  localparam sSpace                          = 4'b1000;
  localparam sDelete                         = 4'b1001;
  localparam sDecrementRADDR                 = 4'b1010;
  localparam sOutput2                        = 4'b1011;
  localparam sNewline                        = 4'b1100;
  localparam sLineCheck                      = 4'b1101;
  localparam sIncrementRADDR2                = 4'b1110;
  localparam sIncrementRADDR3                = 4'b1111;
  reg  [3:0] rFSM_current, wFSM_next;
  reg  [11:0] rNumber;
  wire [11:0] wNumber;
  reg  [9:0]  rAddr;
  wire [9:0]  wAddr;
  always @(posedge iClk)
  begin
    if (iRst == 1)
    begin
      rFSM_current <= sResetCounter;
    end
    else
      rFSM_current <= wFSM_next;
  end
  always @(*)
  begin
    case (rFSM_current)
      sResetCounter:
                wFSM_next <= sInit;    
      sInit:    wFSM_next <= sIdle;
      sIdle:   
                if (iPush == 1)
                  wFSM_next <= sPush;
                else if (iStop == 1)
                  wFSM_next <= sOutput;
               else if(iSW1 == 0 && iFunc == 1 && iSW0 == 0)
                  wFSM_next <= sSpace;
               else if(iSW1 == 1 && iSW0 == 0 && iFunc == 1 && rAddr > 0)
                  wFSM_next <= sDelete;
               else if(iSW1 == 0 && iSW0 == 1 && iFunc == 1 && rAddr < 560)
                  wFSM_next <= sNewline;
                else if (rNumber > 800 && rNumber < 1052 )
                  wFSM_next <= sChangeRNUMBER;
                else if (rNumber > 1216)
                    wFSM_next <= sInit;
                else 
                  wFSM_next <= sIdle;
      sChangeRNUMBER:
               wFSM_next <= sIdle; 
      sNewline: 
               if(iFunc == 1)
               wFSM_next <= sNewline;
               else
               wFSM_next <= sIncrementRADDR2;
      sIncrementRADDR2:
              wFSM_next <= sLineCheck;
      sLineCheck:
               if(rAddr%40 != 0)
               wFSM_next <= sIncrementRADDR3;
               else
               wFSM_next <= sIdle;
     sIncrementRADDR3:
               wFSM_next <= sLineCheck;
      sDelete:
               if(iFunc == 1)
               wFSM_next <= sDelete;
               else
               wFSM_next <= sDecrementRADDR;
      sDecrementRADDR:
               wFSM_next <= sOutput2;
      sOutput2:
                wFSM_next <= sInit;
      sPush:    if (iPush == 1)
                  wFSM_next <= sPush;
                else
                  wFSM_next <= sIncrementRNUMBER;
      sIncrementRNUMBER:  wFSM_next <= sIdle;
      sOutput:  if (iStop == 1)
                  wFSM_next <= sOutput;
                else
                  wFSM_next <= sIncrementRADDR;
      sIncrementRADDR:
               wFSM_next <= sInit;   
      sSpace:
               if(iFunc == 1)
               wFSM_next <= sSpace;
               else
               wFSM_next <= sIncrementRADDR;
      default:  wFSM_next <= sResetCounter;
    endcase
  end
 reg  rToggle_current, wToggle_next;
 reg rToggle_current2, wToggle_next2;
 reg rToggle_current3, wToggle_next3;
 reg rToggle_current4, wToggle_next4;
 reg rToggle_current5, wToggle_next5;
 always @(posedge iClk)
 begin
   rToggle_current <= wToggle_next;
 end
 always @(posedge iClk)
 begin
   rToggle_current2 <= wToggle_next2;
 end
 always @(posedge iClk)
 begin
   rToggle_current3 <= wToggle_next3;
 end
always @(posedge iClk)
 begin
   rToggle_current4 <= wToggle_next4;
 end
 always @(posedge iClk)
 begin
   rToggle_current5 <= wToggle_next5;
 end
  always @(posedge iClk)   
    begin
    if(rFSM_current == sResetCounter)
    begin
    rAddr <= 0;
    rNumber <= 0;
    end
    else if(rFSM_current == sIncrementRNUMBER)
    begin
    rNumber <= rNumber + 32;
    rAddr <= rAddr;
    end
    else if(rFSM_current == sIncrementRADDR3)
    begin
    rAddr <= rAddr + 1;
    rNumber <= rNumber;
    end
    else if(rFSM_current == sInit)
    begin
    rNumber <= 512;
    rAddr <= rAddr;
    end
    else if (rFSM_current == sIncrementRADDR )
    begin
    rAddr <= rAddr + 1;
    rNumber <= rNumber;
    end
    else if (rFSM_current == sChangeRNUMBER)
    begin
    rNumber <= 1056;
    rAddr <= rAddr;
    end
    else if (rFSM_current == sSpace)
    begin
    rNumber <= rNumber;
    rAddr <= rAddr;
    end
    else if (rFSM_current == sDecrementRADDR)
    begin
    rAddr <= rAddr - 1;
    rNumber <= 0;
    end
    else if (rFSM_current == sIncrementRADDR2)
    begin
    rAddr<= rAddr + 1;
    rNumber <= rNumber;
    end
    else 
    begin
    rNumber <= rNumber;
    rAddr <= rAddr;
    end 
  end 
always @(*)
begin
  if (rFSM_current == sInit)
    wToggle_next = 0;
  else if (rFSM_current == sIncrementRNUMBER)
  begin
    wToggle_next = ~rToggle_current;
    end
  else
    wToggle_next = rToggle_current;
end
always @(*)
  begin
    if (rFSM_current == sInit)
      wToggle_next2 = 0;
    else if (rFSM_current == sIncrementRADDR)
    begin
      wToggle_next2 = ~rToggle_current2;
      end
    else
      wToggle_next2 = rToggle_current2;
  end
  always @(*)
  begin
    if (rFSM_current == sInit)
      wToggle_next3 = 0;
    else if (rFSM_current == sDecrementRADDR)
    begin
      wToggle_next3 = ~rToggle_current3;
      end
    else
      wToggle_next3 = rToggle_current3;
  end
  always @(*)
  begin
    if (rFSM_current == sInit)
      wToggle_next4 = 0;
    else if (rFSM_current == sLineCheck)
    begin
      wToggle_next4 = ~rToggle_current4;
      end
    else
      wToggle_next4 = rToggle_current4;
  end
   always @(*)
  begin
    if (rFSM_current == sInit)
      wToggle_next5 = 0;
    else if (rFSM_current == sIncrementRADDR2)
    begin
      wToggle_next5 = ~rToggle_current5;
      end
    else
      wToggle_next5 = rToggle_current5;
  end
assign wAddr = rAddr;
assign wNumber = rNumber;  
assign oWe = (rFSM_current == sOutput || rFSM_current == sOutput2)? 1 : 0;
assign oAddr = (rFSM_current == sOutput || rFSM_current == sOutput2) ? wAddr : 0;
assign oData = (rFSM_current == sOutput || rFSM_current == sOutput2) ? wNumber : 0;
endmodule
```
`flow/run.sh`:
```
#!/bin/bash
# OpenROAD 26Q1-2900-gdf79404cd8, Yosys 0.63+post, stock flow scripts
make -C /OpenROAD-flow-scripts/flow DESIGN_CONFIG=/design/flow/config.mk WORK_HOME=/design/flow/orfs finish
```
==> run summary <==
On the backend side, the flow ran end to end.

The number of warnings in the stage logs stands at 28. The most critical setup path has its startpoint at rAddr[7]$_SDFFE_PP0P_. The pin slew with the least headroom to its limit stands at 0.7415 ns. The synthesized netlist cell count stands at about 350. The later pin in the worst-skew pair is clocked with a latency of 0.29 ns. The pre-CTS worst setup slack stands at approximately 1.4 ns.

The design draws 0.5499 mW. TritonCTS built the clock tree. Entering global routing, the biggest net connects 22 pins. For this design the top-level I/O count stands at 30. Buffers inserted to repair hold after CTS numbered 0. The maximum vdd ir drop stands at just under 0.0002 V. The post-synthesis cell area stands at approximately 2600 sq um.

Per the STA report, the cell with the highest stage delay on the worst path is dfxtp_1. The overall chip area stands at roughly 7000 sq um. The minimum clock period after layout stands at 3.681 ns.

The timing report gives the biggest stage delay along the critical path as 0.53 ns. In this run, synthesis produced a sequential element count of 33. The number of hold-slack violations in the final timing report stands at 0. The static power due to leakage stands at just under 1 nW.

The number of endpoints failing setup at the final stage stands at 0. The launch point of the worst register-to-register path is recorded as rAddr[7]$_SDFFE_PP0P_. The overall routing resource usage stands at 0.2007.

The worst setup path is of the reg2reg kind. The critical path maximum fanout is 21. In the routed netlist, the antenna diode instances number 0.

The number of buffers between clock root and the deepest sink stands at 2. The area used by multi-input combinational logic stands at 1755 sq um. The number of placement rows stands at 29.

Per the post-run analysis, buffers plus inverters along the critical path come to 1. The final weighted congestion of routability-driven global placement stands at 0.9009. CTS placed an instance of clkbuf_8 at the clock tree root. Max-slew check failures listed in the final report amount to 0. In the final timing run, aggregate negative setup slack is 0 ns. The library cells used most frequently in the layout, excluding fill and tap cells, are 54 x nor2_1, 33 x dfxtp_1, 28 x nand2_1, 24 x clkdlybuf4s50_1, 20 x o21ai_0. The residual DRC count stands at 0. The floorplan die width stands at approximately 83 um.

The fraction of the core area occupied by cells at floorplan stands at 0.4128. In the Yosys report the total cell count is 353. The global-route congestion overflow total stands at 0. Per the synth stats, the flop cell with the highest instance count is dfxtp_1. The number of nets with antenna violations after routing stands at 0. Per the synth stats, the proportion of register bits with asynchronous set or reset is 0. The number of DRC markers in iteration 0 stands at between 100 and 150. The final timing summary puts the cycle share of the worst path at 0.7361.

The number of antenna violations at the first check in global routing is 0. The worst path arrival time stands at 3.87 ns. The post-synth count of flops with an enable pin is 0. The routed length per instance stands at ~15 um. After detailed routing, the total wire length is approximately 6.7 mm.

The number of warnings issued by yosys stands at 1. The area of the placeable core stands at between 6000 and 7000 sq um. In this run, post-CTS repair resized a total of 0 instances.

STA classifies the critical path startpoint as a register. The estimated wirelength of the detail-placed design stands at between 4 and 5 mm. Per Yosys stat, the portion of area used by sequential elements is 0.2520. Setup repair after global routing left no endpoint under its margin.

In this run the vertical extent of the chip is 82.95 um. The total number of H-tree levels stands at 2. Total power normalized to cell area comes to 186.6 nW/um^2. Using the TritonRoute via totals, the vias-per-cell ratio works out to 5.627. Per the cell usage report, the commonest logic cell in the layout is nor2_1.

STA classifies the critical path endpoint as a register. The total number of vias stands at ~2.5k. The distinct cell type count of the synthesized netlist stands at between 70 and 80. In the CTS report, the clock slew at the register clock pins of the worst setup and hold paths is listed as ~0.070 ns.

The buffer count from post-CTS setup fixing stands at 0. The worst setup skew after layout stands at approximately 0.0044 ns. Setup slack closes at 1.319 ns. Across the whole layout, storage elements account for about 660 sq um. Measured on the finished design, the core utilization comes to 0.4640. STA lists the startpoint of the worst hold path as rFSM_current[5]$_DFF_P_. The relative area change from synthesis to final layout stands at 12.41%. Per the final layout report, the fraction of cells sized above drive strength 1 comes to 0.09589.

The chip area in the Yosys report stands at between 2000 and 3000 sq um. The number of buffers inserted by port buffering stands at 24. Before antenna repair, the detailed router went through 4 iterations. The normalized max-slew margin stands at 0.5004. Per the run summary, max-cap violations total 0. In this run the worst hold path is classified as reg2reg.

The total of fill cells in the finished design stands at 605. The clock sink count stands at 33. The flow reports an fmax of about 0.27 GHz. The post-synthesis average cell area stands at ~7.4 sq um.

The wire length of the first global-routing pass stands at approximately 11 mm. The via count of the first global-routing pass stands at ~2.2k. The critical path goes through nor2_1 > inv_1 > ha_1 > nand3b_1 > a2bb2oi_1 > o2111ai_1 > nor2_1 > a311oi_1 > a21oi_1 > o32ai_1 > o2111ai_1 > o21ba_1. CTS added clock buffers totalling 5. The flow ran to the end, and the final reports show no timing, DRC or antenna violations. The kind of cell with the highest combined delay along the critical path is AND-OR/OR-AND gates.

The data required time at the worst endpoint stands at 5.19 ns.
## where the power goes
part / switching (mW) / leakage (nW) / internal, mW
Sequential: 0.00557 / 0.267 / 0.265
Clock: 0.108 / 0.0543 / 0.149
Combinational: 0.0123 / 0.663 / 0.00986
## path summary, 6_finish.rpt
path,end,cells past startpoint,slack (ns)
worst max-delay path,rFSM_current[15]$_DFF_P_,12,1.32
worst max register to register,rFSM_current[15]$_DFF_P_,12,1.32
worst min-delay path,rFSM_current[5]$_DFF_P_,2,0.48
worst min register to register,rFSM_current[5]$_DFF_P_,2,0.48
## layer usage
metal  track usage  share of wire
met4       0.02194         0.0036
met2        0.3010           0.46
met5             0              0
met3       0.02725          0.035
met1        0.3220           0.50
## per-stage QoR
step | hold slack [ns] | area [sq um] | std cells
global route | 0.4925 | 2947 | 442
finish | 0.4772 | 2947 | 442
floorplan | 0.4494 | 2636 | 357
global placement | 0.4647 | 2831 | 434
detailed placement | 0.4676 | 2831 | 434
CTS | 0.4805 | 2947 | 442
## worst register-to-register path, stage by stage, from the launching register on
cell and delay, ns:
dfxtp_1 0.53, nor2_1 0.48, inv_1 0.17, ha_1 0.36, nand3b_1 0.28, a2bb2oi_1 0.23
o2111ai_1 0.30, nor2_1 0.10, a311oi_1 0.35, a21oi_1 0.12, o32ai_1 0.27, o2111ai_1 0.19
o21ba_1 0.20
## cells in the mapped netlist, drive strengths merged, types with 6 or more instances
library cell | instances | area, sq um
a21oi | 16 | 80.08
buf | 12 | 90.08
clkbuf | 13 | 58.80
dfxtp | 33 | 660.6
ha | 6 | 75.07
inv | 19 | 71.32
nand2 | 29 | 111.4
nand3 | 12 | 60.06
nor2 | 55 | 209.0
nor2b | 16 | 102.6
nor3 | 19 | 105.1
nor3b | 7 | 57.55
o21ai | 23 | 118.9
xnor2 | 11 | 96.34
## layout make-up
type,instances,area share
multi-input cells,280,0.5958
flip-flops and latches,33,0.2242
repair buffers,25,0.08408
well taps,77,0.03270
inverters,19,0.02420
clock buffers,5,0.02335
clock inverters,3,0.01571
## state kept, by name, indices dropped and copies added, names as in the netlist
signal and cells:
rFSM_current 16, rAddr 10, rNumber 7
## cell families after synthesis
| group | share of synthesized area |
|---|---|
| XOR/XNOR | 0.04344 |
| AND/OR/NAND/NOR | 0.3251 |
| AND-OR/OR-AND | 0.2554 |
| multiplexers | 0.01002 |
| adder cells (fa/ha/maj) | 0.02864 |
| buffers and inverters | 0.08401 |
| flip-flops | 0.2520 |
| other | 0.001431 |
Power and IR drop assume default switching activity.
