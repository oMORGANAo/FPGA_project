`design/flow/run.sh`:
```
#!/bin/bash
# OpenROAD 26Q1-2900-gdf79404cd8, Yosys 0.63+post, stock flow scripts
make -C /OpenROAD-flow-scripts/flow DESIGN_CONFIG=/design/flow/config.mk WORK_HOME=/design/flow/orfs finish
```
`design/flow/config.mk`:
```
export PLATFORM = sky130hd
export DESIGN_NAME = VGA_pattern
export DESIGN_NICKNAME = VGA_pattern
export VERILOG_FILES = /design/flow/design.v
export SDC_FILE = /design/flow/constraint.sdc
export NUM_CORES = 4
export LEC_CHECK = 1
export CORE_AREA = 10 10 104 104
export DIE_AREA = 0 0 114 114
```
`design/flow/constraint.sdc`:
```
current_design VGA_pattern

set clk_period 3.0
set clk_io_pct 0.2

create_clock -name clk0 -period $clk_period [get_ports {iClk}]

set non_clock_inputs [all_inputs -no_clocks]
set_input_delay [expr $clk_period * $clk_io_pct] -clock clk0 $non_clock_inputs
set_output_delay [expr $clk_period * $clk_io_pct] -clock clk0 [all_outputs]
```
`design/flow/design.v`:
```
`timescale 1ns / 1ps
module VGA_pattern #(
    parameter WIDTH = 640,
    parameter H_FP =  16,
    parameter H_PW =  96,
    parameter H_BP =  48,
    parameter HEIGHT = 480,
    parameter V_FP =   10,
    parameter V_PW =   2,
    parameter V_BP =   33
    )
    (
     input wire iClk, iRst, iSW0,
     input wire [9:0] iCountH, iCountV,
     input wire iHS, iVS,
     input wire [11:0] iDataA,
     input wire [15:0] iDataB,
     output wire [9:0] oAddrA,
     output wire [11:0] oAddrB,
     output wire oHS, oVS,
     output wire [3:0] oRed, oGreen, oBlue
    );
reg [3:0] red;
reg [3:0] green;
reg [3:0] blue;
wire [9:0] w_oCountH, w_oCountV;
wire [9:0] w_oAddrA;
integer i = 0;
integer y = 0;
localparam WIDTH_inst = 12;
localparam DEPTH_inst = 600;
VGA_timings
#( .WIDTH(WIDTH), .H_FP(H_FP), .H_PW(H_PW), .H_BP(H_BP),
   .HEIGHT(HEIGHT), .V_FP(V_FP), .V_PW(V_PW), .V_BP(V_BP))
VGA_timings_inst2
( .iClk(iClk), .iRst(iRst), .oCountH(w_oCountH), .oCountV(w_oCountV), .oHS(oHS), .oVS(oVS));
always @(posedge iClk)
begin
    if(iSW0)
        begin
        green <= 4'b1111;
        red <= 4'b0000;
        blue <= 4'b0000;
        end
    else 
        begin
        blue<= 4'b1111;
        red <= 4'b0000;
        green <= 4'b0000;
        end
end
assign oAddrA = ((w_oCountV / 32) * 40 + (w_oCountH/16));
assign oAddrB = iDataA[11:0] + (w_oCountV % 32);   
assign oGreen = (w_oCountH < WIDTH && w_oCountV < HEIGHT && iDataB[15 - (w_oCountH % 16)]) ? green : 4'b0000;
assign oRed = 4'b0000;
assign oBlue = (w_oCountH < WIDTH && w_oCountV < HEIGHT && iDataB[15 - (w_oCountH % 16)]) ? blue : 4'b0000;
  endmodule
`timescale 1ns / 1ps
module VGA_timings #(
    parameter WIDTH = 640,
    parameter H_FP = 16,
    parameter H_PW = 96,
    parameter H_BP = 48,
    parameter HEIGHT = 480,
    parameter V_FP = 10,
    parameter V_PW = 2,
    parameter V_BP = 33
    )
    (
    input wire iClk, iRst,
    output wire oHS, oVS,
    output wire [9:0] oCountH, oCountV
    );
    reg [9 : 0] r_CountH_Curr;
    wire [9 : 0] w_CountH_Next;
    wire w_RstCntH;
    wire w_CmpH;
    reg [9:0] r_CountV_Curr;
    wire [9:0] w_CountV_Next;
    wire w_RstCntV;
    wire w_CmpV;
    wire w_RstCntV0;
    always @(posedge iClk)
    begin
        if(w_RstCntH == 1)
            begin
            r_CountH_Curr <= 0;
            end
        else
            begin
            r_CountH_Curr <= w_CountH_Next;
            end
        end
    assign w_CmpH = (r_CountH_Curr == (WIDTH + H_FP + H_PW + H_BP) - 1);
    assign w_RstCntH = iRst | w_CmpH;
    assign w_CountH_Next = r_CountH_Curr + 1;
    assign oCountH = r_CountH_Curr;
    always @(posedge iClk)
    begin
        if(w_RstCntV == 1)
            begin
            r_CountV_Curr <= 0;
            end
        else if (w_CmpH == 1)
            begin
            r_CountV_Curr <= w_CountV_Next;
            end
    end
    assign w_CmpV = (r_CountV_Curr == (HEIGHT + V_FP + V_PW + V_BP) - 1);
    assign w_RstCntV0 = w_CmpV & w_CmpH;
    assign w_RstCntV = iRst | w_RstCntV0;
    assign w_CountV_Next = r_CountV_Curr + 1;
    assign oCountV = r_CountV_Curr;     
    assign oHS2 = oCountH >= WIDTH + H_FP;
    assign oHS2_i_0 = oCountH < WIDTH + H_FP + H_PW;
    assign oHS1 =  oHS2 & oHS2_i_0;
    assign oHS = (oHS1 != 0 ) ? 0 : 1;
    assign oVS2 = oCountV >= HEIGHT + V_FP;
    assign oVS2_i_0 = oCountV < HEIGHT + V_FP + V_PW;
    assign oVS1 = oVS2 & oVS2_i_0;
    assign oVS = (oVS1 != 0 ) ? 0:1;
    endmodule
```
==> summary.rpt <==
FLOW METRICS REPORT
----------------------------------------------------
[Run status]
  Status ........................ completed

[Drt]
  Routed Wire Length ........................ 5309 um
  Total DRC errors in the routed layout ........................ 0
  Router iterations before antenna repair ........................ 4
  Vias per cell ........................ 4.498
  Antenna diode count ........................ 0
  Routed wirelength normalized by instance count ........................ 12.58 um
  Iteration-0 DRC count of the detailed router ........................ 82
  Overall via count from detail_route ........................ 1898
  Antenna Nets Post-Route ........................ 0

[Yosys]
  Chip area from the yosys synthesis statistics ........................ 0.001949 mm^2
  Syn Inst Count ........................ 233
  Post-synth ARST share ........................ 0
  Yosys warns ........................ 8
  Cell types occupying the most area after synthesis ........................ dfxtp_1 23%, ha_1 12%, xnor2_1 5.8%
  Syn avg cell area ........................ 8.366 um^2
  Fraction of post-synthesis cell area in the top cell type by area ........................ 0.2259
  Flip-flops with a built-in enable ........................ 0
  Distinct lib cells used ........................ 45
  Post-synthesis cell count from yosys ........................ 233
  Total standard cell area after synthesis ........................ 0.001949 mm^2
  Sequential area share after synthesis ........................ 0.2259
  Most frequently used flop master after synthesis ........................ dfxtp_1
  Yosys reg bits ........................ 22
  Cell type with the largest total area ........................ dfxtp_1

[Floorplan]
  Row Count ........................ 34
  Initial core utilization ........................ 0.2246
  I/O pin count ........................ 89
  Horizontal die dimension ........................ 114 um
  Floorplan die height ........................ 114 um
  Area enclosed by the die boundary ........................ 0.01300 mm^2
  Core Box Area ........................ 0.008678 mm^2

[Clock network]
  Post-cts hold-fix buffer tally ........................ 0
  Num CTS Buffers ........................ 3
  Clock latency of the later-clocked register in the worst-skew pair ........................ 0.26 ns
  Root buf cell ........................ clkbuf_8
  H-tree depth ........................ 1
  Num Clock Sinks ........................ 22
  CTS tree ........................ done
  Buffer depth of the longest clock path ........................ 2
  Clock slew at the register clock pins of the worst setup and hold paths ........................ 0.07 ns

[STA]
  Post-route clock period utilization ........................ 0.9719
  Setup_tns ........................ 0 ns
  Max frequency ........................ 343.0 MHz
  Pin slew with the least headroom to its limit ........................ 0.6412 ns
  Count of endpoints failing hold in the final timing report ........................ 0
  Clock Skew ........................ 0.0004920 ns
  Unrepaired setup endpoints after global routing ........................ no
  Min cycle time layout ........................ 2.916 ns
  Count of pins over their slew limit ........................ 0
  Final setup violation count ........................ 0
  Relative slew margins ........................ 0.5686

[Critical path]
  Data required time of the worst path ........................ 2.40 ns
  Kind of cell with the highest combined delay on the critical path ........................ buffers and inverters
  Delay of the slowest cell on the worst path ........................ 0.43 ns
  Worst EP arrival ........................ 2.32 ns
  Worst Setup Start Kind ........................ input port
  Critical path capture point type ........................ output port
  Cells traversed along the worst timing path ........................ clkdlybuf4s15_1 -> fa_2 -> a211o_1 -> a21oi_2 -> buf_4 -> buf_4 -> nand2b_4 -> xnor2_2 -> buf_2
  Slowest cell on crit path ........................ fa_2
  Buf/Inv on CP ........................ 4
  Setup Crit Path Kind ........................ in -> out
  Biggest fanout along the worst timing path ........................ 2
  Cell with the most instances on the worst path ........................ buf_4

[Global routing]
  First-pass GRT wire length ........................ 8894 um
  Vias in the first global route ........................ 1916
  Antenna violations before repair ........................ 0
  Largest net degree at the start of global routing ........................ 12
  Overflow left after global routing ........................ 0
  Tot GR Track Use ........................ 0.07976

[Layout]
  Logic cell area ........................ 0.001501 mm^2
  Area delta synth->final ........................ 52.63%
  Final standard cell area without fillers ........................ 0.002975 mm^2
  Layout cell share with drive strength beyond 1 ........................ 0.2389
  Filler-free cell count of the finished design ........................ 422
  Fill cell total of the finished layout ........................ 903
  Seq. cell area ........................ 441.7 um^2

[Power]
  Cell area power density ........................ 211.7 mW/mm^2
  Leakage dissipation ........................ 1.292 nW
  Worst ir drop on vdd ........................ 0.1800 mV

[Placement]
  DPL Wire Length ........................ 4196 um
  Total instance count after detailed placement ........................ 407
  Last weighted congestion value of the routability-driven placer ........................ 0.8232
  Buffers on Ports ........................ 62
  Post-placement cell area ........................ 0.002749 mm^2

[Job]
  Number of warnings in the stage logs ........................ 51
  Reported max-cap violation count ........................ 0

[Min path]
  Path type of the worst min-delay path ........................ reg -> reg

----------------------------------------------------
==> kinds of logic (layout without fill, tap and decap cells) <==
family                     after synthesis  count (layout)  synth area share
AOI/OAI and AO/OA                       33              33            0.1181
xor gates and xnor gates                26              26            0.1168
adders and majority gates               21              21            0.1463
buffers and inverters                   30             108           0.08344
DFF                                     22              22            0.2259
muxes                                   11              11           0.06483
other                                    1               4          0.001924
and+or+nand+nor                         89              89            0.2426
==> power breakdown <==
part / internal (mW) / switching [mW]
sequential: 0.297 / 0.00826
combinational: 0.0954 / 0.0504
clock: 0.0895 / 0.0898
total: 0.482 / 0.148
==> metrics by stage <==
step / total power, mW / util / hold WS (ns) / setup slack, ns
floorplan: 0.3730 / - / 0.5123 / 0.4643
CTS: 0.6371 / 0.3384 / 0.6027 / -0.03785
detailed placement: 0.4624 / 0.3168 / 0.5906 / -0.5459
global placement: 0.4623 / 0.3168 / 0.5698 / -0.5710
finish: 0.6299 / 0.3428 / 0.5660 / 0.08440
global route: 0.6643 / 0.3428 / 0.5871 / 0.0002274
==> path summary, 6_finish.rpt <==
check	from	endpoint	slack, ns	cells after the start
max reg2reg	VGA_timings_inst2.r_CountH_Curr[0]	VGA_timings_inst2.r_CountV_Curr[5]	0.48	6
min	VGA_timings_inst2.r_CountV_Curr[7]	VGA_timings_inst2.r_CountV_Curr[7]	0.57	2
min reg2reg	VGA_timings_inst2.r_CountV_Curr[7]	VGA_timings_inst2.r_CountV_Curr[7]	0.57	2
max	iDataA[1]	oAddrB[6]	0.08	9
==> Yosys cell counts (5+ instances only) <==
master	instances
nor2_1	24
dfxtp_1	22
ha_1	18
buf_4	13
xnor2_1	13
xor2_1	13
nand2_1	12
nor3_1	11
inv_1	10
nand4_1	9
a21oi_1	8
mux2i_1	7
nand3_1	7
a211oi_1	5
a21o_1	5
clkbuf_1	5
==> registers in the layout, indices dropped and copies added, names as in the netlist <==
name and count:
VGA_timings_inst2.r_CountV_Curr 10, blue 1, VGA_timings_inst2.r_CountH_Curr 10, green 1
==> cell type report <==
class / instances / share of cell area
Tap cell: 108 / 0.04542
Inverter: 10 / 0.01262
Timing Repair Buffer: 95 / 0.2750
Clock buffer: 3 / 0.01388
Sequential cell: 22 / 0.1484
Multi-Input combinational cell: 184 / 0.5046
==> per-layer routing <==
layer | GRT usage | vias to the layer above | wire [um]
li1 | - | 985 | -
met1 | 0.1083 | 850 | 2436
met2 | 0.1257 | 57 | 2390
met3 | 0.02499 | 6 | 430
met4 | 0.009190 | 0 | 51
met5 | 0 | - | 0
==> worst register-to-register path: cells and delay by family (launching register included) <==
family | cells | cell delay (ns)
buffers and inverters | 1 | 0.22
flip-flops | 1 | 0.53
AND-OR/OR-AND | 1 | 0.49
adder cells (fa/ha/maj) | 1 | 0.24
AND/OR/NAND/NOR | 3 | 0.91
==> timing repair <==
action	CTS	global route
pin swaps	18	7
gates resized	56	16
buffers inserted	10	2
setup endpoints to repair	20	14
==> placed cells by master (no fill, tap or decap), types with 4 or more instances in the layout <==
master,Yosys,final
nor3_1,11,7
ha_1,18,12
mux2i_1,7,7
nand3_1,7,7
dfxtp_1,22,21
clkbuf_2,0,4
nor4_1,4,4
a21o_1,5,5
xnor2_1,13,12
nor2_1,24,23
inv_1,10,10
nor3_2,0,4
nand2_1,12,12
and3_1,4,4
clkdlybuf4s50_1,0,38
dlygate4sd2_1,0,14
a21oi_1,8,5
xor2_1,13,13
nor3b_1,4,4
buf_4,13,33
nand4_1,9,9
conb_1,1,4
Power and IR drop assume default switching activity.
